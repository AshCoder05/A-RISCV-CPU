### ./run.sh
#!/bin/bash
# OpenROAD 26Q1-2900-gdf79404cd8, Yosys 0.63+post, stock flow scripts
make -C /OpenROAD-flow-scripts/flow DESIGN_CONFIG=/design/flow/config.mk WORK_HOME=/design/flow/orfs finish
### ./config.mk
export PLATFORM = sky130hd
export DESIGN_NAME = alu
export DESIGN_NICKNAME = alu
export VERILOG_FILES = /design/flow/design.v
export SDC_FILE = /design/flow/constraint.sdc
export NUM_CORES = 4
export LEC_CHECK = 1
export CORE_UTILIZATION = 40
### ./constraint.sdc
current_design alu

set clk_period 12.2
set clk_io_pct 0.2

create_clock -name clk0 -period $clk_period

set non_clock_inputs [all_inputs -no_clocks]
set_input_delay [expr $clk_period * $clk_io_pct] -clock clk0 $non_clock_inputs
set_output_delay [expr $clk_period * $clk_io_pct] -clock clk0 [all_outputs]
### ./design.v
typedef enum logic [3:0] {
    ALU_ADD = 4'b0000,
    ALU_SUB = 4'b1000,
    ALU_AND = 4'b0111,
    ALU_OR  = 4'b0110,
    ALU_XOR = 4'b0100,
  	ALU_SLL = 4'b0001,
    ALU_SRL = 4'b0101, 
    ALU_SLT = 4'b0010
} alu_ops;
module alu (
    input  logic [31:0] A, B,
    input  alu_ops     ALUControl,
    output logic [31:0] Result,
    output logic        Zero
);
    always @(*) begin
      case (ALUControl)
            ALU_ADD:  Result = A + B;
            ALU_SUB:  Result = A - B;
            ALU_AND:  Result = A & B;
            ALU_OR:   Result = A | B;
            ALU_XOR:  Result = A ^ B;
            ALU_SLL:  Result = A << B[4:0];  
            ALU_SRL:  Result = A >> B[4:0]; 
            ALU_SLT:  Result = ($signed(A) < $signed(B)) ? 32'd1 : 32'd0;
            default:  Result = 0;  
        endcase
    end
    assign Zero = (Result == 0);
endmodule
==> results.toml <==
# yosys + openroad results
[run_status]
outcome = "finished clean"

[power_and_ir_drop]
p_int_uw = 198
p_per_area_nw_per_um2 = 48.7
p_switching_uw = 326
p_leak_uw = 0.00439
ir_drop_mv = 0.0284
switching_share_pct = 62.2

[worst_setup_path]
cp-end-kind = "primary output"
path_max_fanout = 8
cp.arrival_ns = 8.28
slowest_delay_ns = 0.67
path_cells = "clkdlybuf4s50_1 > ha_1 > inv_1 > fa_1 > nand2b_1 > a211oi_1 > o21ai_0 > o21bai_1 > a21boi_0 > mux2i_1 > or3_1 > or4_1 > or4_1 > nor4_1 > and4bb_1 > clkdlybuf4s50_1"
cp_slowest_cell = "o21bai_1"
cp.buffers_inverters = 3
critPathKind = "in -> out"
crit_path_start_kind = "input port"
cpLargestDelayFamily = "simple AND/OR/NAND/NOR gates"
worstPathRequired_ns = 9.76

[die]
core.rowCount = 56
die_area_um2 = 24400
die_h_um = 156
initCoreUtil_pct = 40.6
die_w_um = 156
coreArea_um2 = 23400
io_pins = 101

[drt]
ant_nets = 0
num_vias = 11873
viasPerCell = 6.84
drt_iter0_markers = 1358
drc = 0
wirelength_mm = 51.3
first_pass_iters = 5
wl_per_cell_um = 29.6

[timing]
rsz0062_at_grt = "false"
setup_slack_ns = 1.48
period_needed_ns = 10.72
finalMaxSlewViolations = 0
fmax_mhz = 93.3
finalSetupViolCount = 0
period_used_pct = 87.9
final_hold_viol_count = 0
tightest_slew_ns = 1.01
tns_ns = 0
relSlewSlack_pct = 32.5

[flow_run]
maxCapViolCount = 0
warnings = 105

[grt]
overflow = 0
grt.total_usage_pct = 42.8
grt_max_degree = 63
grt_pass1_vias = 10829
grt_antenna_before_repair = 2
grt_pass1_wl_mm = 74.3

[finish]
clkbuf_count = 0
fill_cells = 2450
design.seq.count = 0
stdcell_area_um2 = 10700
fin_util_pct = 45.9
final_layout_top_logic_cells = "nand2_1 (137), a21oi_1 (128), nor2_1 (111), ha_1 (105), clkdlybuf4s50_1 (96)"
layout.cells.most_common = "nand2_1"
layout-drive-gt1-share_pct = 9.67
syn_to_final_growth_pct = 13.2
flop_area_um2 = 0
comb_area_um2 = 8660

[logic_synthesis]
ys_sh_mux_pct = 19.0
ys_sh_simple_pct = 22.7
synthAoiAreaFrac_pct = 33.7
ys_cells = 1383
ys_top_logic_family = "AND-OR/OR-AND gates"
ys_area_um2 = 9500
adder_share_pct = 14.3
synthXorXnorAreaFrac_pct = 1.38
ys_seq_share_pct = 0
yosysWarnings = 1
synth_cell_type_count = 83
syn_area_um2 = 9500
syn_avg_cell_area_um2 = 6.87
synth_cells = 1383

[min_path]
hold_class = "in -> out"

[clocking]
postCtsSetupBuffers = 0
hold_buffers = 0
postCtsResizedCells = 0

[placed_design]
hpwl_mm = 40.6
dpl_cell_area_um2 = 10700
port_buffers = 101
dp_worst_setup_slack_ns = 1.66
gp_congestion = 1.07
==> final timing paths <==
path / start / to / slack (ns) / depth (start not counted)
hold / removal: ALUControl[1] / Result[1] / 6.04 / 6
setup / recovery: A[0] / Zero / 1.48 / 16
==> per-stage QoR <==
step,std cells,hold slack [ns],total power [µW]
finish,1737,6.04,524
global route,1736,6.11,555
CTS,1736,6.04,508
detailed placement,1736,6.04,505
global placement,1736,6.03,510
floorplan,1383,5.09,306
==> layer usage <==
metal  share of wire, %  track usage, %  wire length (µm)
met5              0.021               0                11
met4                5.5            18.8              2830
met3                 10            8.37              5150
met2                 44            65.3             22400
met1                 41            58.9             20900
==> cells by family (layout without fill, tap and decap cells) <==
group,after synthesis,after routing
other,0,1
and+or+nand+nor,449,449
AOI/OAI and AO/OA,478,478
xor gates and xnor gates,15,15
muxes,126,126
adders and majority gates,107,107
buffers and inverters,208,242
==> power by group through the flow <==
stage / clock [µW] / sequential (µW) / combinational, µW
4_1_cts: 0 / 0 / 508
5_1_grt: 0 / 0 / 555
==> synthesized netlist by cell type (all sizes together) (4+ instances only) <==
cell type / number / area (µm²)
and3: 9 / 56.3
o31ai: 15 / 113
o21ai: 77 / 385
a22oi: 10 / 75.1
a211oi: 40 / 300
nand4: 15 / 93.8
o221ai: 12 / 105
a22o: 7 / 61.3
nand3b: 5 / 37.5
o211ai: 24 / 180
xnor2: 14 / 123
or3: 11 / 68.8
mux2i: 55 / 551
a221oi: 9 / 78.8
nand2: 137 / 514
a32oi: 8 / 70.1
o41ai: 5 / 43.8
mux2: 32 / 372
mux4: 39 / 886
a21o: 16 / 120
a211o: 8 / 70.1
a2bb2oi: 4 / 35.0
buf: 29 / 175
o22ai: 26 / 163
nor2: 111 / 417
clkbuf: 82 / 308
nor3b: 4 / 30.0
and2: 8 / 50.1
a21oi: 128 / 641
o21bai: 13 / 97.6
nand3: 33 / 165
a221o: 6 / 60.1
or4: 8 / 60.1
o21a: 7 / 52.6
ha: 105 / 1310
a31oi: 17 / 106
o211a: 4 / 40.0
inv: 95 / 357
o32ai: 4 / 35.0
or2: 10 / 62.6
nand2b: 13 / 81.3
o2111ai: 6 / 52.6
nor3: 40 / 200
nor2b: 17 / 106
nor4: 18 / 119
==> area by class of cell <==
| class | instances | share of cell area, % |
|---|---|---|
| tap | 319 | 3.71 |
| inverter | 97 | 3.39 |
| timing repair buffer | 145 | 12.3 |
| antenna | 1 | 0.0233 |
| multi-input combinational | 1175 | 80.6 |
Power figures rest on the tool's default switching activity, not on a simulated workload.
