`/design/flow/config.mk`:
```
export PLATFORM = sky130hd
export DESIGN_NAME = regfile
export DESIGN_NICKNAME = regfile
export VERILOG_FILES = /design/flow/design.v
export SDC_FILE = /design/flow/constraint.sdc
export NUM_CORES = 4
export LEC_CHECK = 1
export CORE_UTILIZATION = 50
```
`/design/flow/constraint.sdc`:
```
current_design regfile

set clk_period 7.4
set clk_io_pct 0.2

create_clock -name clk0 -period $clk_period [get_ports {clk}]

set non_clock_inputs [all_inputs -no_clocks]
set_input_delay [expr $clk_period * $clk_io_pct] -clock clk0 $non_clock_inputs
set_output_delay [expr $clk_period * $clk_io_pct] -clock clk0 [all_outputs]
```
`/design/flow/design.v`:
```
module regfile (
    input  logic        clk,
    input  logic        we3,            
    input  logic [4:0]  a1, a2, a3,     
    input  logic [31:0] wd3,            
    output logic [31:0] rd1, rd2        
);
    logic [31:0] rf [31:0];
  always @(*) begin
        rd1 = (a1 != 0) ? rf[a1] : 32'b0;
        rd2 = (a2 != 0) ? rf[a2] : 32'b0;
    end
    always @(posedge clk) begin
        if (we3 && (a3 != 0)) begin
            rf[a3] <= wd3;
        end
    end
endmodule
```
`/design/flow/run.sh`:
```
#!/bin/bash
# OpenROAD 26Q1-2900-gdf79404cd8, Yosys 0.63+post, stock flow scripts
make -C /OpenROAD-flow-scripts/flow DESIGN_CONFIG=/design/flow/config.mk WORK_HOME=/design/flow/orfs finish
```
==> reports/results.tsv <==
stage	metric	value	unit
sta	Period minus WS final	6.20	ns
yosys	sequential area share after synthesis	0.642	
layout	fillers	6923	
detailed_routing	drt pass-1 iters	5	
worst_setup_path	delay-heaviest family, CP	buffers and inverters	
global_route	first-pass GRT wire length	215	mm
floorplan	die span in y	312	um
worst_setup_path	Crit-path slowest cell	and2_2	
yosys	gate count of the mapped netlist	2564	
yosys	Distinct lib cells used	39	
floorplan	chip area	97100	sq um
worst_setup_path	CP Launch Point	a1[3]	
outcome	run status	completed	
placed_design	DP Worst Slack	1.28	ns
min_path	Min-Delay Path Class	input port to register	
worst_setup_path	CP max FO	21	
global_route	largest net degree at the start of global routing	96	
worst_setup_path	CP peak stage delay	0.74	ns
pwr	static leakage	17.7	nW
worst_setup_path	Critical Path RT	5.92	ns
detailed_routing	Avg Vias per Cell	6.87	
layout	biggest regs	rf x1024	
yosys	synth warn	1	
layout	number of flip-flops in the largest register	1024	
yosys	synthesized cell area	47900	sq um
flow_run	total of max-cap violations	0	
layout	share of cells above drive strength 1	0.265	
detailed_routing	remaining antenna violation count	0	
floorplan	Core Region	95000	sq um
yosys	ys async rst share	0	
global_route	global route overflow	0	
detailed_routing	1st-iter DRT viols	1696	
floorplan	row count	113	
sta	Worst-Margin Slew	1.03	ns
worst_setup_path	Worst setup SP type	input port	
placed_design	dpl hpwl	86.6	mm
sta	RSZ-0062 raised after global routing	false	
pwr	VDD IR max	0.167	mV
worst_setup_path	CP endpoint kind	primary output	
detailed_routing	drt drc	0	
global_route	vias in the first global route	31500	
sta	Slew Limit Fails	0	
placed_design	dpl cells	3882	
clock_network	CTS sink cnt	1024	
worst_setup_path	CP bufs+invs	3	
flow_run	number of logged tool warnings	26	
detailed_routing	vias post-DR	28000	
floorplan	die width	312	um
min_path	hold_sp	wd3[6]	
placed_design	RePlAce Congestion	0.902	
yosys	Mean Syn Cell Area	18.7	sq um
clock_network	Clock Tree Buf Depth	3	
layout	Top reg by flops	rf	
yosys	# Cells Yosys	2564	
clock_network	Root Buffer	clkbuf_16	
sta	Max transition margin	0.312	
sta	Hold Vio Cnt, Final	0	
global_route	initial antenna violation count	3	
yosys	number of flops mapped to enable cells by yosys	1024	
worst_setup_path	CP Class	input port to primary output	
yosys	Commonest flop	edfxtp_1	
sta	final setup violation count	0	
yosys	post-synthesis chip area from yosys	47900	sq um
sta	period utilisation layout	0.838	
floorplan	starting density of the core	0.504	
worst_setup_path	crit path cell chain	buf_2 -> buf_4 -> and2_2 -> a22oi_1 -> a311oi_1 -> clkdlybuf4s50_1	
pwr	Pwr per Cell Area	241	nW/um^2
layout	non-filler cells in the finished layout	4082	
placed_design	Port Buffer Count	112	
layout	register area	30700	sq um
sta	Peak Freq	161	MHz
floorplan	IO Pins	113	
yosys	#FFs+latches synth	1024	
layout	logic area	16400	sq um
clock_network	Hold Buf Count CTS	0	
layout	area delta synth->final	13.7	%
clock_network	post-cts resize count	0	
clock_network	CTS tree	yes	
detailed_routing	WL per Instance	36.9	um
clock_network	clock-pin slew on the worst setup and hold paths	0.06	ns
sta	Final TNS setup	0	ns
detailed_routing	Total Wirelength	151	mm
global_route	GRT Total Usage	0.353	
worst_setup_path	Worst Path Arrival	4.72	ns
clock_network	H-Tree Depth	3	
clock_network	CTS Buf Count	109	
sta	Final WS setup	1.20	ns
clock_network	Post-CTS Setup Repair Bufs	0	
-- placed cells by master (no fill, tap or decap), types with 33 or more instances in the layout --
cell type / instances
a211oi_1: 53
a221oi_1: 38
a22oi_1: 64
buf_4: 117
clkbuf_16: 113
clkdlybuf4s50_1: 102
edfxtp_1: 1024
mux2_2: 64
mux2i_1: 320
mux4_1: 36
mux4_2: 316
nand2_1: 85
nor2_4: 33
o21ai_0: 50
o221ai_1: 64
-- power breakdown --
part	internal [mW]	switching, mW
logic	0.496	0.672
clock network	3.21	2.22
registers	6.47	0.0349
total	10.2	2.92
-- cell type report --
class | count | share of cell area
Timing Repair Buffer | 237 | 0.0400
Sequential cell | 1024 | 0.565
Clock buffer | 133 | 0.0533
Clock inverter | 66 | 0.0116
Antenna cell | 1 | 0.0000460
Inverter | 2 | 0.000161
Multi-Input combinational cell | 1354 | 0.301
Tap cell | 1265 | 0.0291
-- cells by family (layout without fill, tap and decap cells) --
logic type / count (synthesis) / in the layout / synth area share
flip-flops: 1024 / 1024 / 0.642
AND-OR/OR-AND: 374 / 374 / 0.0615
multiplexers: 736 / 736 / 0.250
buffers and inverters: 217 / 438 / 0.0244
AND/OR/NAND/NOR: 212 / 212 / 0.0218
other: 1 / 33 / 0.0000783
-- cell usage after synthesis, drive strengths merged, types with 54 or more instances --
cell type     n  share of area
edfxtp     1024           0.64
a22oi        64          0.010
mux4        352           0.17
mux2         64          0.015
mux2i       320          0.067
o221ai       64          0.012
nand2        85         0.0067
a211oi       64          0.011
buf         115          0.016
clkbuf      100         0.0079
o21ai        54         0.0056
a221oi       54          0.012
-- routing by layer --
metal,share of wire,vias to the layer above,global-route usage
met2,0.46,2323,0.491
met5,0.0036,-,0.0534
li1,-,11400,-
met3,0.20,363,0.299
met4,0.036,22,0.0971
met1,0.30,14000,0.421
-- worst paths after layout --
kind | to | slack [ns] | depth (start not counted)
setup / recovery | rd1[2] | 1.20 | 6
hold / removal | rf[0][6]$_DFFE_PP_ | 1.62 | 2
-- through the flow --
step	hold WS, ns	util	instance area [sq um]	total power [mW]
after global placement	2.30	0.536	50900	7.77
final	1.62	0.573	54500	13.1
after detailed placement	2.31	0.536	50900	7.79
after CTS	1.58	0.573	54500	13.2
after floorplan	1.58	-	48000	7.27
after global routing	1.64	0.573	54500	13.5
Power figures rest on the tool's default switching activity, not on a simulated workload.
