--- flow/design.v ---
module fetch (
    input  logic        clk, reset,
    input  logic        PCSrc,        
    input  logic [31:0] PCTarget,     
    output logic [31:0] Instr,        
    output logic [31:0] PC            
);
    logic [31:0] PCNext, PCPlus4;
    flopr #(32) pcreg (
        .clk(clk), .reset(reset), 
        .d(PCNext), 
        .q(PC)
    );
    adder pcadd (
        .a(PC), 
        .b(32'd4), 
        .y(PCPlus4)
    );
    imem imem_inst (
        .a(PC), 
        .rd(Instr)
    );
    assign PCNext = PCSrc ? PCTarget : PCPlus4;
endmodule
module flopr #(parameter WIDTH = 32) (
    input  logic             clk, reset,
    input  logic [WIDTH-1:0] d, 
    output logic [WIDTH-1:0] q
);
    always_ff @(posedge clk, posedge reset)
        if (reset) q <= 0;
        else       q <= d;
endmodule
module adder (
    input  logic [31:0] a, b,
    output logic [31:0] y
);
    assign y = a + b;
endmodule
module imem (
    input  logic [31:0] a,
    output logic [31:0] rd
);
    logic [31:0] RAM[63:0];  
    initial begin
        RAM[0] = 32'h00500093; 
        RAM[1] = 32'hFFE08113; 
        RAM[2] = 32'h00A10193; 
    end
    assign rd = RAM[a[31:2]]; 
endmodule
--- flow/run.sh ---
#!/bin/bash
# OpenROAD 26Q1-2900-gdf79404cd8, Yosys 0.63+post, stock flow scripts
make -C /OpenROAD-flow-scripts/flow DESIGN_CONFIG=/design/flow/config.mk WORK_HOME=/design/flow/orfs finish
--- flow/config.mk ---
export PLATFORM = sky130hd
export DESIGN_NAME = fetch
export DESIGN_NICKNAME = fetch
export VERILOG_FILES = /design/flow/design.v
export SDC_FILE = /design/flow/constraint.sdc
export NUM_CORES = 4
export LEC_CHECK = 1
export CORE_AREA = 10 10 109 109
export DIE_AREA = 0 0 119 119
--- flow/constraint.sdc ---
current_design fetch

set clk_period 5.1
set clk_io_pct 0.2

create_clock -name clk0 -period $clk_period [get_ports {clk}]

set non_clock_inputs [all_inputs -no_clocks]
set_input_delay [expr $clk_period * $clk_io_pct] -clock clk0 $non_clock_inputs
set_output_delay [expr $clk_period * $clk_io_pct] -clock clk0 [all_outputs]
==> flow_summary.html <==
<h2>Synthesis and place &amp; route</h2>
<table>
<tr><th>Metric</th><th>Value</th></tr>
<tr><th colspan="2">Status</th></tr>
<tr><td>Run status</td><td>complete, no violations</td></tr>
<tr><th colspan="2">Clock network</th></tr>
<tr><td>H-Tree Depth</td><td>2</td></tr>
<tr><td>Post-CTS setup repair buffer count</td><td>0</td></tr>
<tr><td>Number of clock buffers inserted by TritonCTS</td><td>5</td></tr>
<tr><td>Clock tree buffer depth</td><td>2</td></tr>
<tr><td>Clock slew at reported path FFs</td><td>~0.07 ns</td></tr>
<tr><td>CTS Hold Buffers Added</td><td>0</td></tr>
<tr><td>Total number of clock tree sinks</td><td>32</td></tr>
<tr><td>Clk Latency, worst-skew pair</td><td>~0.28 ns</td></tr>
<tr><td>Clock tree root driver cell</td><td>clkbuf_8</td></tr>
<tr><td>Post-CTS sizing</td><td>0</td></tr>
<tr><td>Clock tree from TritonCTS</td><td>built</td></tr>
<tr><th colspan="2">GRT</th></tr>
<tr><td>Global route total overflow</td><td>0</td></tr>
<tr><td>Initial antenna violation count</td><td>0</td></tr>
<tr><td>Pin count of the biggest net entering global routing</td><td>35</td></tr>
<tr><td>Via count of the first global-routing pass</td><td>approximately 1900</td></tr>
<tr><td>GRT Resource Usage Total</td><td>0.0855</td></tr>
<tr><td>Wire length of the first global-routing pass</td><td>between 10000 and 15000 um</td></tr>
<tr><th colspan="2">Run</th></tr>
<tr><td>Max-cap check violation count</td><td>0</td></tr>
<tr><td>Number of warnings in the stage logs</td><td>29</td></tr>
<tr><th colspan="2">Critical path</th></tr>
<tr><td>Cell family with the largest share of critical-path delay</td><td>buffers and inverters</td></tr>
<tr><td>Source of the worst register-to-register timing path</td><td>pcreg.q[2]</td></tr>
<tr><td>Cells along the critical path</td><td>inv_1, ha_1, clkdlybuf4s50_1</td></tr>
<tr><td>WP data required</td><td>4.08 ns</td></tr>
<tr><td>Critical path class</td><td>reg2out</td></tr>
<tr><td>Crit. End Element</td><td>primary output</td></tr>
<tr><td>Critical path buffers and inverters</td><td>2</td></tr>
<tr><td>Data arrival time at the worst-slack endpoint</td><td>around 1.7 ns</td></tr>
<tr><td>Maximum fanout count along the critical path</td><td>9</td></tr>
<tr><td>Startpoint kind of the worst setup timing path</td><td>flop</td></tr>
<tr><td>Start point of the critical path</td><td>pcreg.q[3]</td></tr>
<tr><td>Slowest-stage cell, CP</td><td>clkdlybuf4s50_1</td></tr>
<tr><td>Critical Path Max Stage Delay</td><td>between 0.5 and 0.6 ns</td></tr>
<tr><th colspan="2">Finish</th></tr>
<tr><td>Max reg flops</td><td>32</td></tr>
<tr><td>Most common logic cells in the final layout</td><td>clkdlybuf4s50_1 (82), dfrtp_1 (32), nand2_1 (23), conb_1 (16)</td></tr>
<tr><td>Post-route cell area</td><td>between 2000 and 3000 um^2</td></tr>
<tr><td>Register with the most flip-flops</td><td>pcreg.q</td></tr>
<tr><td>Area grow syn2layout</td><td>40.5%</td></tr>
<tr><td>Most instantiated logic cell after routing</td><td>clkdlybuf4s50_1</td></tr>
<tr><td>Biggest regs</td><td>pcreg.q (32)</td></tr>
<tr><td>Fraction of final layout cells with drive strength greater than 1</td><td>0.0473</td></tr>
<tr><th colspan="2">Detailed routing</th></tr>
<tr><td>Count of inserted antenna diode cells</td><td>0</td></tr>
<tr><td>Detailed-routing iteration count for the pre-antenna-repair pass</td><td>4</td></tr>
<tr><td>Drt via density</td><td>between 4 and 5</td></tr>
<tr><td>Final routed wirelength across all metal layers</td><td>approximately 6000 um</td></tr>
<tr><td>Count of antenna-violating nets left after detailed routing</td><td>0</td></tr>
<tr><td>Violation count after the first detailed-route iteration</td><td>approximately 64</td></tr>
<tr><td>Number of vias after detailed routing</td><td>around 1900</td></tr>
<tr><td>Routed wire per std cell</td><td>roughly 14 um</td></tr>
<tr><td>Residual DRC count</td><td>0</td></tr>
<tr><th colspan="2">Final timing</th></tr>
<tr><td>Setup repair after global routing missed its margin</td><td>no</td></tr>
<tr><td>Sum Neg Setup Slack</td><td>0 ns</td></tr>
<tr><td>Min cycle time layout</td><td>between 2 and 3 ns</td></tr>
<tr><td>Final tally of hold violations</td><td>0</td></tr>
<tr><td>Maximum operating frequency</td><td>366 MHz</td></tr>
<tr><td>Share of the clock period used by the worst path after layout</td><td>0.535</td></tr>
<tr><td>Slew at the pin closest to its max-slew limit</td><td>about 0.88 ns</td></tr>
<tr><td>Setup violators final</td><td>0</td></tr>
<tr><td>Number of pins exceeding their max-slew limit in the final report</td><td>0</td></tr>
<tr><td>Tightest slew margin relative to the limit</td><td>0.414</td></tr>
<tr><td>Post-Route Hold Slack</td><td>0.510 ns</td></tr>
<tr><td>Final worst clock skew</td><td>approximately 0.0049 ns</td></tr>
<tr><th colspan="2">Pwr</th></tr>
<tr><td>Sequential fraction of design power</td><td>0.463</td></tr>
<tr><td>Switching power</td><td>approximately 190 uW</td></tr>
<tr><td>Final Total Pwr</td><td>between 600 and 700 uW</td></tr>
<tr><td>Switching Fraction</td><td>0.275</td></tr>
<tr><td>Power per cell area</td><td>233 nW/um^2</td></tr>
<tr><td>Internal power contribution</td><td>~500 uW</td></tr>
<tr><td>Max VDD drop</td><td>a little over 0.00008 V</td></tr>
<tr><td>Clock network power share</td><td>0.277</td></tr>
<tr><td>Leak pwr</td><td>0.00112 uW</td></tr>
<tr><td>Proportion of power drawn by combinational gates</td><td>0.260</td></tr>
<tr><th colspan="2">Worst hold path</th></tr>
<tr><td>Beginning of the worst hold path</td><td>pcreg.q[0]</td></tr>
<tr><td>Kind of path behind the tightest hold check</td><td>reg2reg</td></tr>
<tr><th colspan="2">Synth</th></tr>
<tr><td>Total number of yosys warnings</td><td>2</td></tr>
<tr><td>Yosys Instances</td><td>about 230</td></tr>
<tr><td>Synthesized netlist cell count</td><td>roughly 230</td></tr>
<tr><td>Post-synthesis sequential area ratio</td><td>0.385</td></tr>
<tr><td>Unique cell types</td><td>29</td></tr>
<tr><td>Number of storage elements in the synthesis netlist</td><td>32</td></tr>
<tr><td>Syn Area/Cell</td><td>8.93 um^2</td></tr>
<tr><td>Synthesized chip area reported by yosys</td><td>2080 um^2</td></tr>
<tr><td>Synthesized area</td><td>2080 um^2</td></tr>
<tr><th colspan="2">Floorplan</th></tr>
<tr><td>Floorplan core density</td><td>0.216</td></tr>
<tr><td>Die W</td><td>119 um</td></tr>
<tr><td>Placeable Area</td><td>between 9000 and 10000 um^2</td></tr>
<tr><td>Area enclosed by the die boundary</td><td>between 10000 and 15000 um^2</td></tr>
<tr><td>Boundary pin count</td><td>approximately 100</td></tr>
<tr><td>Standard-cell row count</td><td>36</td></tr>
<tr><td>Die y size</td><td>119 um</td></tr>
<tr><th colspan="2">Placed design</th></tr>
<tr><td>Post-detailed-placement cell area</td><td>~2800 um^2</td></tr>
<tr><td>Global placer's final weighted congestion</td><td>a little under 0.8</td></tr>
<tr><td>Buffers on Ports</td><td>~82</td></tr>
<tr><td>Estimated wirelength of the detail-placed design</td><td>4530 um</td></tr>
</table>
==> logic make-up after synthesis <==
family	after synthesis	share of synthesized area
simple gates	86	0.232
buf+inv	50	0.153
compound gates	44	0.134
flops	32	0.385
xor+xnor	11	0.0463
fa+ha+maj	5	0.0301
mux	3	0.0162
other cells	2	0.00361
==> metrics by stage <==
stage                util  setup WS [ns]  std cells
global route        0.303           2.21        429
detailed placement  0.295           2.23        422
global placement    0.295           2.26        422
floorplan               -           3.17        247
finish              0.303           2.37        429
CTS                 0.303           2.32        429
==> final timing paths <==
check	endpoint	depth (start not counted)	slack, ns
min in group asynchronous	pcreg.q[21]	3	1.12
setup reg to reg	pcreg.q[26]	5	2.75
hold / removal	pcreg.q[0]	1	0.51
setup / recovery	Instr[25]	3	2.37
hold reg to reg	pcreg.q[0]	1	0.51
max in group asynchronous	pcreg.q[1]	3	3.65
==> metal layers <==
metal	vias up	wire, um	GRT usage
met5	-	0	0
met4	0	75	0.00992
met3	6	326	0.0230
met2	57	2750	0.135
met1	906	2880	0.119
li1	921	-	-
==> Yosys cell counts <==
library cell | count | share of area
o311ai_0 | 1 | 0.0042
nand2_1 | 23 | 0.041
mux2_2 | 3 | 0.016
o21ai_0 | 14 | 0.034
clkbuf_8 | 1 | 0.0066
a31oi_1 | 14 | 0.042
nand4_1 | 10 | 0.030
or4_1 | 14 | 0.051
o31ai_1 | 12 | 0.043
buf_6 | 2 | 0.011
or3_1 | 3 | 0.0090
nand4_4 | 1 | 0.010
and2_1 | 3 | 0.0090
conb_1 | 2 | 0.0036
buf_2 | 4 | 0.0096
or2_2 | 1 | 0.0030
buf_4 | 27 | 0.097
ha_1 | 5 | 0.030
xor2_1 | 9 | 0.038
and3_1 | 3 | 0.0090
nand3_1 | 9 | 0.022
dfrtp_1 | 32 | 0.38
xnor2_1 | 2 | 0.0084
o211ai_1 | 3 | 0.011
and4_1 | 4 | 0.017
inv_1 | 8 | 0.014
clkbuf_1 | 8 | 0.014
nor2_1 | 14 | 0.025
nand2_4 | 1 | 0.0054
==> layout make-up <==
type	count	area, um^2
sequential	32	801
clock buffer	6	72.6
fill	1019	6720
clock inverter	1	5.00
tap	133	166
timing repair buffer	84	836
inverter	8	30.0
multi-input combinational	165	1010
==> power groups by stage <==
| stage | registers, uW | logic [uW] | clock network, uW |
|---|---|---|---|
| finish | 315 | 177 | 189 |
| CTS | 315 | 183 | 196 |
| global route | 321 | 201 | 208 |
==> worst reg2reg max path, delay by kind of cell, from the launching register on <==
family	cells	cell delay [ns]
DFF	1	0.46
adders and majority gates	1	0.22
AOI/OAI and AO/OA	1	0.17
and+or+nand+nor	3	1.42
Power and IR drop assume default switching activity.
